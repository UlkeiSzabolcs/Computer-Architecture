==> /design/flow/config.mk <==
export PLATFORM = sky130hd
export DESIGN_NAME = bist
export DESIGN_NICKNAME = bist
export VERILOG_FILES = /design/flow/design.v
export SDC_FILE = /design/flow/constraint.sdc
export NUM_CORES = 4
export LEC_CHECK = 1
export CORE_AREA = 10 10 70 70
export DIE_AREA = 0 0 80 80
==> /design/flow/constraint.sdc <==
current_design bist

set clk_period 1.0
set clk_io_pct 0.2

create_clock -name clk0 -period $clk_period [get_ports {clk}]

set non_clock_inputs [all_inputs -no_clocks]
set_input_delay [expr $clk_period * $clk_io_pct] -clock clk0 $non_clock_inputs
set_output_delay [expr $clk_period * $clk_io_pct] -clock clk0 [all_outputs]
==> /design/flow/design.v <==
module bist(
  input clk, rst_b,
  output [3:0] sig
  );
  wire [4:0] q;
  wire i;
  lfsr5b inst1(.clk(clk), .rst_b(rst_b), .q(q));
  check inst2(.i(q), .o(i));
  sisr4b inst3(.clk(clk), .rst_b(rst_b), .i(i), .q(sig));
endmodule
module bist_tb;
  reg clk,rst_b;
  wire [3:0] sig;
  localparam CLK_PERIOD = 100, RUNNING_CYCLES = 31, RST_DURATION = 25;
  bist inst(.clk(clk), .rst_b(rst_b), .sig(sig));
  initial begin
    clk = 0;
    repeat(2 * RUNNING_CYCLES) #(CLK_PERIOD/2) clk = ~clk;
  end
  initial begin
    rst_b = 0;
    #(RST_DURATION) rst_b = ~rst_b;
  end
endmodule
module check(
  input [4:0] i,
  output o
  );
  assign o = i[0] & (~i[1]);
endmodule
module d_ff(
  input clk, rst_b, set_b, d,
  output reg q
  );
  always @ (posedge clk, negedge rst_b, negedge set_b)
    if (!set_b) q <= 1;
    else if(!rst_b) q <= 0;
    else q <= d;
endmodule
module lfsr5b(
  input clk, rst_b,
  output [4:0] q
  );
  d_ff inst1(.set_b(rst_b), .rst_b(1'd1), .d(q[4]), .clk(clk), .q(q[0]));
  d_ff inst2(.set_b(rst_b), .rst_b(1'd1), .d(q[0]), .clk(clk), .q(q[1]));
  d_ff inst3(.set_b(rst_b), .rst_b(1'd1), .d(q[4] ^ q[1]), .clk(clk), .q(q[2]));
  d_ff inst4(.set_b(rst_b), .rst_b(1'd1), .d(q[2]), .clk(clk), .q(q[3]));
  d_ff inst5(.set_b(rst_b), .rst_b(1'd1), .d(q[3]), .clk(clk), .q(q[4]));
endmodule
module lfsr5b_tb;
  reg clk,rst_b;
  wire [4:0] q;
  localparam CLK_PERIOD = 100, RUNNING_CYCLES = 35, RST_DURATION = 25;
  lfsr5b inst(.clk(clk), .rst_b(rst_b), .q(q));
  initial begin
    clk = 0;
    repeat(2 * RUNNING_CYCLES) #(CLK_PERIOD/2) clk = ~clk;
  end
  initial begin
    rst_b = 0;
    #(RST_DURATION) rst_b = ~rst_b;
  end
endmodule
module sisr4b(
  input clk, rst_b, i,
  output [3:0] q
  );
  generate
    genvar k;
    for (k = 0; k < 4; k = k + 1) begin: v
      if(k == 0)
        d_ff inst(.clk(clk), .rst_b(rst_b), .set_b(1'd1), .d(i ^  q[3]), .q(q[k]));
      else if(k == 1)
        d_ff inst(.clk(clk), .rst_b(rst_b), .set_b(1'd1), .d(q[0] ^  q[3]), .q(q[k]));
      else
        d_ff inst(.clk(clk), .rst_b(rst_b), .set_b(1'd1), .d(q[k-1]), .q(q[k]));
    end
  endgenerate
endmodule
==> /design/flow/run.sh <==
#!/bin/bash
# OpenROAD 26Q1-2900-gdf79404cd8, Yosys 0.63+post, stock flow scripts
make -C /OpenROAD-flow-scripts/flow DESIGN_CONFIG=/design/flow/config.mk WORK_HOME=/design/flow/orfs finish
==> flow_metrics.tcl <==
# collected from the flow reports
set metrics [dict create \
    grt_setup_unrepaired "true" \
    wl_per_cell_um 6.151 \
    path_buffers 1 \
    cts.clk_slew.worst_paths_ns 0.06 \
    ys_area_um2 301.5 \
    syn_inst 17 \
    endpoint_kind "primary output" \
    final_layout_size_suffix_gt1_share_pct 66.67 \
    numPortBuffers 5 \
    ys_seq_share_pct 76.76 \
    cp.arrival_ns 0.75 \
    synth.distinct_cells 6 \
    cts_buffers 3 \
    cp_cell_sequence "buf_2" \
    placed_cell_area_um2 394.1 \
    ant_nets 0 \
    ys_cells 17 \
    cts_buffer_depth 2 \
    layout_min_cycle_time_ns 0.9450 \
    first_pass_iters 2 \
    slew_headroom_pct 75.49 \
    cp_top_family "flip-flops" \
    required_ns 0.80 \
    postLayoutCoreUtil_pct 12.38 \
    path_class "register to primary output" \
    grt_pass1_vias 157 \
    leakagePower_nw 0.1994 \
    hold_class "input port to asynchronous set/reset pin" \
    synthFlopType "dfstp_2" \
    drtIter0Drc 1 \
    design_area_um2 422.9 \
    ctsHoldBuffers 0 \
    fmax_mhz 1058 \
    cap_violations 0 \
    avgSynthCellArea_um2 17.74 \
    synthDominantCellAreaShare_pct 43.57 \
    skew_ns 0.005656 \
    grt_max_degree 10 \
    htree_levels 1 \
    stdcell_count 73 \
    grtUsageTotal_pct 1.748 \
    gr-total-overflow 0 \
    drv_slew 0 \
    drc_errors 0 \
    cts_tree "yes" \
    place.gp.congestion 0.6953 \
    synthTopCellsByArea "dfstp_2, dfrtp_1, buf_4, xor2_1, nand2b_4" \
    outcome "finished, final reports clean" \
    synth.most_common_cell "dfstp_2" \
    top_cells_by_count "dfstp_2, buf_4, dfrtp_1" \
    path_max_fanout 2 \
    clk_latency_ns 0.26 \
    die-area_um2 6400 \
    syn2layout_area_growth_pct 40.25 \
    coreArea_um2 3416 \
    grt_pass1_wl_um 814 \
    worst_slew_pin_slew_ns 0.3664 \
    finalWorstSetupSlack_ns 0.05496 \
    die_w_um 80 \
    cts_root_buffer "clkbuf_4" \
    warnings 26 \
    slowest_delay_ns 0.37 \
    period_used_pct 94.50 \
    ys.flops 9 \
    dpl.cell_count 66 \
    viasPerCell 1.986 \
    cts.sinks 9 \
    holdWs_ns 0.2179 \
    fp_util_pct 8.828 \
    crit_path_start_kind "register" \
    die_h_um 80 \
    antenna_found_initial 0 \
    diodes 0 \
    syn_area_um2 301.5 \
    hold_violations 0 \
    io_pins 6 \
    finalSetupViolCount 0 \
    edf_count 0 \
    yosysWarnings 2 \
    rows 21 \
    slowest_stage "dfrtp_1" \
    num_vias 145 \
    power.density_nw_per_um2 1526 \
    routed_wl_um 449 \
    synthArstFlopShare_pct 100.0 \
    largest_area_cell "dfstp_2" \
    place_ws_ns -0.01594 \
    ir_drop_mv 0.2844 \
]
[placed cells by master, fill, tap and decap left out]
cell and instances:
xnor2_1 1, buf_2 4, clkdlybuf4s50_1 1, xor2_1 2, clkbuf_4 3, nand2b_4 1
clkbuf_1 1, dfrtp_1 4, dfstp_2 5, buf_4 5
[worst paths after layout]
kind,start,end,slack (ns),cells after the start
min in group clk0,inst1.inst4.q,inst1.inst5.q,0.36,0
max reg2reg,inst3.v[3].genblk1.genblk1.inst.q,inst3.v[1].genblk1.genblk1.inst.q,0.12,3
max in group asynchronous,rst_b,inst1.inst3.q,0.47,1
min reg2reg,inst1.inst4.q,inst1.inst5.q,0.36,0
min,rst_b,inst3.v[1].genblk1.genblk1.inst.q,0.22,1
max,inst3.v[2].genblk1.genblk1.inst.q,sig[2],0.05,1
[state kept, by name, summed over array words and instances (netlist names)]
signal                          cells
inst3.v.genblk1.inst.q              1
inst1.inst2.q                       1
inst3.v.genblk1.genblk1.inst.q      3
inst1.inst3.q                       1
inst1.inst1.q                       1
inst1.inst4.q                       1
inst1.inst5.q                       1
[per-layer routing]
metal	vias to the layer above	wire, um	track usage, %
met5	-	0	0
met4	0	7	0.5282
li1	66	-	-
met2	8	126	1.605
met1	69	209	2.099
met3	2	104	2.386
[metrics by stage]
stage / total power, mW / TNS [ns]
2_1_floorplan: 0.3711 / 0
3_3_place_gp: 0.3806 / 0
3_5_place_dp: 0.3811 / -0.01653
4_1_cts: 0.6631 / 0
5_1_grt: 0.6916 / -0.005252
6_report: 0.6453 / 0
[area by class of cell]
| type | instances | area (um2) |
|---|---|---|
| Clock buffer | 4 | 26.28 |
| Fill cell | 397 | 2993 |
| Multi-Input combinational cell | 4 | 40.04 |
| Sequential cell | 9 | 231.5 |
| Tap cell | 46 | 57.56 |
| Timing Repair Buffer | 10 | 67.56 |
[power by group]
group,leakage [nW],total [mW],internal [mW],switching [mW]
registers,0.107,0.365,0.365,0
clock network,0.0150,0.270,0.153,0.117
logic,0.0770,0.00954,0.00345,0.00609
total,0.199,0.645,0.522,0.123
[cell families after synthesis]
group	Yosys count	share of synthesized area, %
flops	9	76.77
buf+inv	4	9.959
xor+xnor	3	8.715
simple gates	1	4.563
[timing repair]
action	in CTS	in global routing
endpoints found under the setup margin	4	1
buffers inserted	3	0
hold endpoints to repair	0	0
gates resized	12	0
gates cloned	0	0
Power and IR drop assume default switching activity.

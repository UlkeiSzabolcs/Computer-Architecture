--- /design/flow/config.mk ---
export PLATFORM = sky130hd
export DESIGN_NAME = fdivby5
export DESIGN_NICKNAME = fdivby5
export VERILOG_FILES = /design/flow/design.v
export SDC_FILE = /design/flow/constraint.sdc
export NUM_CORES = 4
export LEC_CHECK = 1
export CORE_AREA = 10 10 70 70
export DIE_AREA = 0 0 80 80
--- /design/flow/constraint.sdc ---
current_design fdivby5

set clk_period 1.7
set clk_io_pct 0.2

create_clock -name clk0 -period $clk_period [get_ports {clk}]

set non_clock_inputs [all_inputs -no_clocks]
set_input_delay [expr $clk_period * $clk_io_pct] -clock clk0 $non_clock_inputs
set_output_delay [expr $clk_period * $clk_io_pct] -clock clk0 [all_outputs]
--- /design/flow/design.v ---
module fdivby5(
  input clr, rst_b, c_up, clk,
  output fdclk
  );
  wire [2:0] d;
  wire [2:0] q;
  wire clr_rgst;
  rgst #(.w(3)) inst1(.clk(clk), .rst_b(rst_b), .ld(c_up), .clr(clr | q[2]), .d(d), .q(q)); 
  assign d[0] = ~q[0];
  assign d[1] = q[1] ^ q[0];
  assign d[2] = q[2] ^ (q[1] & q[0]);
  assign fdclk = ~(|q);
endmodule
module fdivby5_tb;
  reg clr, rst_b, c_up, clk;
  wire fdclk;
  fdivby5 inst1(.clk(clk), .clr(clr), .rst_b(rst_b), .c_up(c_up), .fdclk(fdclk));
  localparam CLK_PERIOD = 100, RUNNING_CYCLES = 15, RST_DURATION = 25;
  initial begin
    c_up = 1;
    rst_b = 0;
    #RST_DURATION rst_b = ~rst_b;
  end
  initial begin
    $display("time\tclk\trst_b\tclr\tc_up\tfdclk");
    $monitor("%5t\t%b\t%b\t%b\t%b\t%b",$time, clk, rst_b, clr, c_up, fdclk);
    clk = 0;
    repeat(RUNNING_CYCLES * 2) #(CLK_PERIOD / 2) clk = ~clk;
  end
  initial begin
    clr = 0;
    #(6 * CLK_PERIOD) clr = ~clr;
    #(1 * CLK_PERIOD) clr = ~clr;
    #(5 * CLK_PERIOD) clr = ~clr;
    #(1 * CLK_PERIOD) clr = ~clr;
  end
endmodule
module rgst #(parameter w=8)(
	input clk,rst_b,ld,clr,
	input [w-1:0] d,
	output reg [w-1:0] q
);
	always @ (posedge clk, negedge rst_b)
		if (!rst_b)			q <= 0;
		else if (clr)			q <= 0;
		else if (ld)			q <= d;
endmodule
--- /design/flow/run.sh ---
#!/bin/bash
# OpenROAD 26Q1-2900-gdf79404cd8, Yosys 0.63+post, stock flow scripts
make -C /OpenROAD-flow-scripts/flow DESIGN_CONFIG=/design/flow/config.mk WORK_HOME=/design/flow/orfs finish
==> flow_metrics.tcl <==
# yosys + openroad results
set metrics [dict create \
    status "completed" \
    total_power_mw 0.247 \
    grt_max_degree 5 \
    synth.distinct_cells 9 \
    clock.fmax_mhz 676 \
    yosys_area_sq_um 161 \
    wirelength_um 387 \
    routedWlPerCell_um 5.53 \
    yosys_cells 14 \
    gp_congestion 0.620 \
    grt_pass1_vias 154 \
    antenna_found_initial 0 \
    ys_warn_count 1 \
    postSynthSeqShare 0.465 \
    setup_viol 0 \
    largest_reg_flops 3 \
    endpoint_kind "output pin" \
    largest_area_cell "dfrtp_1" \
    synth.logic.top_family "simple AND/OR/NAND/NOR gates" \
    clk_path_buf_depth 2 \
    top_register "inst1.q" \
    ir_drop_mv 0.0842 \
    netlist.area_leader.share 0.465 \
    grt_use_total 0.0130 \
    cp_max_fo 2 \
    slew_violations 0 \
    r2r-start "inst1.q[0]" \
    worstSetupPathType "reg -> out" \
    cts_hold_buf 0 \
    critPathArrivalTime_ns 1.14 \
    dieArea_sq_um 6400 \
    r2r-end "inst1.q[1]" \
    fp_util 0.0473 \
    fin_util 0.0875 \
    port_buffers 4 \
    synth_cells 14 \
    cp-start-kind "flip-flop" \
    lay_top_cells "clkbuf_4, clkdlybuf4s50_1, dfrtp_1" \
    antenna_left 0 \
    r2r_slack_ns 0.68 \
    first_iter_violations 25 \
    coreArea_sq_um 3420 \
    post-route-drc-count 0 \
    synthXorXnorAreaFrac 0.0543 \
    hp-class "in -> async" \
    clock_sinks 3 \
    crit_path_cell_trace "inv_1 -> ha_1 -> nor2b_1 -> dlygate4sd2_1" \
    cp_slowest_cell "dfrtp_1" \
    fin_tns_setup_ns 0 \
    cp.required_ns 1.36 \
    tightest_slew_ns 0.205 \
    gr-total-overflow 0 \
    fa_ha_area_frac 0.155 \
    powerDensity_nw_per_um2 827 \
    max-cap-violations 0 \
    cts_tree "yes" \
    skew_ns 0.000170 \
    cts_root_buffer "clkbuf_4" \
    ys_seq_elements 3 \
    path_clk_slew_ns 0.04 \
    reg2reg_depth 4 \
    warnings 26 \
    compound_area_frac 0 \
    p_leak_nw 0.121 \
    cts_made_buffers 3 \
    area_growth_pct 85.3 \
    top_cells_by_area "dfrtp_1, ha_1, nor3_2" \
    drive_above_1_share 0.292 \
    antenna_cells 0 \
    synthSimpleGateAreaFrac 0.217 \
    relSlewSlack 0.860 \
    fp.dieH_um 80 \
    finalCritPeriodShare 0.870 \
    postSynthAreaPerCell_sq_um 11.5 \
    grt_pass1_wl_um 600 \
    hold_violations 0 \
    rows 21 \
    drt_pass1_iterations 2 \
    h-tree-depth 1 \
    rsz0062_at_grt "false" \
    synthesis.area_sq_um 161 \
    num_io_pins 5 \
    period_needed_ns 1.48 \
    insertion_delay_ns 0.23 \
    largest_registers "inst1.q x3" \
    viasPerCell 1.84 \
    vias 129 \
    muxShareOfSynthArea 0.0620 \
    die_width_um 80 \
    crit_path_max_incr_delay_ns 0.33 \
]
area by class of cell:
cell class | instances | area [sq um]
Inverter | 2 | 7.51
Fill cell | 401 | 3120
Clock buffer | 4 | 26.3
Multi-Input combinational cell | 9 | 78.8
Sequential cell | 3 | 75.1
Tap cell | 46 | 57.6
Timing Repair Buffer | 6 | 53.8
worst max-delay path: cells and delay by family (launching register included):
| kind | cells | cell delay, ns |
|---|---|---|
| flip-flops | 1 | 0.33 |
| buffers and inverters | 2 | 0.29 |
| adder cells (fa/ha/maj) | 1 | 0.17 |
| AND/OR/NAND/NOR | 1 | 0.12 |
how the worst max path moves through the flow:
stage / start / end / slack (ns)
after global routing: inst1.q[0] / fdclk / 0.15
final: inst1.q[0] / fdclk / 0.22
after CTS: inst1.q[0] / fdclk / 0.20
cells by family (layout without fill, tap and decap cells):
group,count (synthesis),in the layout
muxes,1,1
adders and majority gates,2,2
DFF,3,3
xor gates and xnor gates,1,1
and+or+nand+nor,5,5
buffers and inverters,2,12
power by group:
part / switching, mW / internal [mW]
registers: 0.00256 / 0.0766
clock network: 0.0378 / 0.0880
logic: 0.0165 / 0.0257
metal layers:
layer  vias up  GRT usage  wire, um
met4         0    0.00704         0
met2         4     0.0161       160
met5         -          0         0
met3         0     0.0159        88
li1         66          -         -
met1        59     0.0120       139
cells in the mapped netlist:
cell type,count
dfrtp_1,3
ha_1,2
inv_1,2
mux2i_1,1
nand2_1,1
nor2b_1,1
nor3_1,1
nor3_2,2
xnor2_1,1
what timing repair did:
| action | CTS | global route |
|---|---|---|
| resized | 1 | 0 |
| endpoints found under the hold margin | 0 | 0 |
| setup endpoints to repair | 1 | 0 |
| setup buffers | 2 | 0 |
stage by stage:
| step | cell area, sq um | cells | setup slack (ns) | hold slack, ns |
|---|---|---|---|---|
| global placement | 259 | 64 | 0.184 | 0.503 |
| global route | 299 | 70 | 0.152 | 0.292 |
| floorplan | 161 | 14 | 0.686 | 0.0444 |
| detailed placement | 259 | 64 | 0.181 | 0.518 |
| CTS | 299 | 70 | 0.204 | 0.290 |
| finish | 299 | 70 | 0.221 | 0.295 |
Power figures rest on the tool's default switching activity, not on a simulated workload.
